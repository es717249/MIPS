==> flow/design.v <==
module Demux1to4 #(
    parameter DATA_LENGTH = 32	
)(
    input [DATA_LENGTH-1:0] Demux_Input,
    input [1:0] Selector,
    output reg [DATA_LENGTH-1:0] Dataout0,
    output reg [DATA_LENGTH-1:0] Dataout1,
    output reg [DATA_LENGTH-1:0] Dataout2,
    output reg [DATA_LENGTH-1:0] Dataout3
);
always@(Selector or Demux_Input)begin
    case (Selector)
      2'd0: 
      begin
        Dataout0 = Demux_Input;
        Dataout1 = 0;
        Dataout2 = 0;
        Dataout3 = 0;
      end
      2'd1:
      begin
        Dataout0 = 0;
        Dataout1 = Demux_Input;
        Dataout2 = 0;
        Dataout3 = 0;
      end
      2'd2: 
      begin
        Dataout0 = 0;
        Dataout1 = 0;
        Dataout2 = Demux_Input;
        Dataout3 = 0;
      end
      2'd3:
      begin
        Dataout0 = 0;
        Dataout1 = 0;
        Dataout2 = 0;
        Dataout3 = Demux_Input;
      end
      default: 
      begin
        Dataout0 = 0;
        Dataout1 = 0;
        Dataout2 = 0;
        Dataout3 = 0;
      end
    endcase
end
endmodule
==> flow/constraint.sdc <==
current_design Demux1to4

set clk_period 1.0
set clk_io_pct 0.2

create_clock -name clk0 -period $clk_period

set non_clock_inputs [all_inputs -no_clocks]
set_input_delay [expr $clk_period * $clk_io_pct] -clock clk0 $non_clock_inputs
set_output_delay [expr $clk_period * $clk_io_pct] -clock clk0 [all_outputs]
==> flow/run.sh <==
#!/bin/bash
# OpenROAD 26Q1-2900-gdf79404cd8, Yosys 0.63+post, stock flow scripts
make -C /OpenROAD-flow-scripts/flow DESIGN_CONFIG=/design/flow/config.mk WORK_HOME=/design/flow/orfs finish
==> flow/config.mk <==
export PLATFORM = sky130hd
export DESIGN_NAME = Demux1to4
export DESIGN_NICKNAME = Demux1to4
export VERILOG_FILES = /design/flow/design.v
export SDC_FILE = /design/flow/constraint.sdc
export NUM_CORES = 4
export LEC_CHECK = 1
export CORE_AREA = 10 10 111 111
export DIE_AREA = 0 0 121 121
==> flow_metrics.py <==
# Auto-generated metrics
metrics = {
    "yosys": {
        "yosysWarnings": 1,
        "synth_area_leader_cell": "and3b_1",
        "synthesis.area_um2": 1270,
        "netlist.area_leader.share_pct": 44.0,
        "yosysChipArea_um2": 1270,
        "ys_cells": 156,
        "syn_inst": 156,
        "postSynthAreaPerCell_um2": 8.16,
        "top_cells_by_area": "and3b_1 44%, and3_1 16%, nor3b_2 14%",
        "ys_seq_share_pct": 0,
        "synthDistinctLibCells": 8,
    },
    "final_timing": {
        "drv_slew": 0,
        "finalClockPeriodUsage_pct": 119,
        "setup_tns_ps": -7000,
        "rsz0062_at_grt": "true",
        "setup_viol": 108,
        "fin_ws_ps": -186,
        "relSlewSlack_pct": 88.8,
        "min_period_ps": 1190,
        "worst_pin_slew_ps": 168,
        "fmax_mhz": 843,
        "hold_violations": 0,
    },
    "floorplanning": {
        "initCoreUtil_pct": 12.9,
        "die_y_um": 121,
        "dieWidth_um": 121,
        "fp.coreArea_um2": 9860,
        "ios": 162,
        "placement_rows": 36,
        "die-area_um2": 14600,
    },
    "power_and_ir_drop": {
        "peakVddDrop_mv": 0.175,
        "finalPower_w": 0.00144,
        "leakagePower_nw": 2.42,
        "power.density_nw_per_um2": 354,
    },
    "layout": {
        "most-common-layout-cells": "70 x buf_2, 69 x buf_6, 64 x and3b_1, 53 x clkbuf_2, 31 x nor3b_2",
        "seq_area_um2": 0,
        "final_core_util_pct": 41.3,
        "flops": 0,
        "layout.cells.most_common": "buf_2",
        "area_growth_syn_to_layout_pct": 220,
        "drive_above_1_share_pct": 73.1,
        "clock_buffers": 0,
        "logic_area_um2": 1270,
        "fill_cells": 906,
    },
    "routing": {
        "wl_per_cell_um": 17.7,
        "drt_iter0_drc": 64,
        "totalWireLength_um": 9370,
        "vias": 2256,
        "firstDrtPassIters": 4,
        "drtAntennaViolNets": 0,
        "drcViolationCount": 0,
        "antenna_cells": 0,
        "viasPerCell": 4.25,
    },
    "worst_setup_path": {
        "critical_path_class": "in2out",
        "crit_top_cell": "clkbuf_16",
        "max_stage_delay_ps": 140,
        "worst_path_max_delay_cell": "clkbuf_16",
        "timing.critical_path.buf_inv": 5,
        "crit_arrival_ps": 990,
        "end_kind": "output pin",
        "critPathTopFamily": "buffers and inverters",
        "worstSetupStartpointType": "input pin",
        "crit_required_ps": 800,
        "crit_chain": "clkbuf_16 > buf_6 > clkbuf_16 > buf_4 > nor3b_2 > buf_2",
        "critPathMaxFanout": 5,
    },
    "job": {
        "max_cap_viol_count": 0,
        "openroad.warnings": 34,
    },
    "global_routing": {
        "grt_max_degree": 16,
        "antenna_found_initial": 0,
        "grt_usage_pct": 11.0,
        "grt_pass1_vias": 2162,
        "grt_pass1_wl_um": 13100,
        "grt-ovfl-total": 0,
    },
    "outcome": {
        "status": "finished with violations",
        "failed_checks": "setup timing",
    },
    "min_path": {
        "hp-class": "in2out",
    },
    "placement": {
        "gp_congestion": 0.794,
        "hpwlAfterDp_um": 5260,
        "numPortBuffers": 162,
    },
}
Yosys cell counts:
master	n
and3b_1	64
and3_1	32
nor3b_1	18
nor3b_2	14
buf_2	11
buf_6	8
buf_4	5
clkbuf_2	4
metrics by stage:
| stage | instances | worst slack (ps) | hold WS, ps | area [µm²] |
|---|---|---|---|---|
| 6_report | 531 | -186 | 747 | 4080 |
| 5_1_grt | 531 | -224 | 767 | 4080 |
| 4_1_cts | 494 | -357 | 768 | 3740 |
| 3_5_place_dp | 435 | -651 | 1190 | 3010 |
| 3_3_place_gp | 435 | -645 | 1200 | 3010 |
| 2_1_floorplan | 156 | 178 | 489 | 1270 |
final cells by class:
| class | instances | share of cell area (%) |
|---|---|---|
| timing repair buffer | 270 | 64.7 |
| multi-input combinational | 128 | 31.2 |
| tap | 133 | 4.08 |
where the power goes:
group	internal, W	switching, W	total (W)	leakage [nW]
clock	0	0	0	0
combinational	0.000972	0.000471	0.00144	2.42
sequential	0	0	0	0
total	0.000972	0.000471	0.00144	2.42
tightest hold or removal path, stage by stage:
cell,delay [ps]
clkbuf_2,100
and3b_1,150
buf_2,100
final timing paths:
path / startpoint / to / slack, ps / cells after the start
hold / removal: Demux_Input[5] / Dataout2[5] / 750 / 3
setup / recovery: Selector[1] / Dataout0[0] / -190 / 6
kinds of logic (layout without fill, tap and decap cells):
group / after synthesis / after routing / synth area share (%)
AND/OR/NAND/NOR: 128 / 128 / 84.1
buffers and inverters: 28 / 270 / 15.9
timing repair:
item                                    4_1_cts  5_1_grt
cloned                                       21        4
pin swaps                                     8       29
endpoints found under the setup margin      128      106
endpoints found under the hold margin         0        0
setup buffers                                38       48
hold buffers                                  0        0
gates resized                               394      212
metal layers:
layer	global-route usage [%]	wire length (µm)	vias to the layer above
li1	-	-	1076
met2	18.7	4460	97
met4	0.528	64	0
met5	0	0	-
met3	3.73	875	4
met1	13.8	3970	1079
Power figures rest on the tool's default switching activity, not on a simulated workload.
