**/design/flow/run.sh**
```bash
#!/bin/bash
# OpenROAD 26Q1-2900-gdf79404cd8, Yosys 0.63+post, stock flow scripts
make -C /OpenROAD-flow-scripts/flow DESIGN_CONFIG=/design/flow/config.mk WORK_HOME=/design/flow/orfs finish
```
**/design/flow/config.mk**
```make
export PLATFORM = sky130hd
export DESIGN_NAME = single_port_ram
export DESIGN_NICKNAME = single_port_ram
export VERILOG_FILES = /design/flow/design.v
export SDC_FILE = /design/flow/constraint.sdc
export NUM_CORES = 4
export LEC_CHECK = 1
export CORE_UTILIZATION = 40
```
**/design/flow/constraint.sdc**
```tcl
current_design single_port_ram

set clk_period 10.0
set clk_io_pct 0.2

create_clock -name clk0 -period $clk_period [get_ports {clk}]

set non_clock_inputs [all_inputs -no_clocks]
set_input_delay [expr $clk_period * $clk_io_pct] -clock clk0 $non_clock_inputs
set_output_delay [expr $clk_period * $clk_io_pct] -clock clk0 [all_outputs]
```
**/design/flow/design.v**
```verilog
module single_port_ram 
#(parameter DATA_WIDTH=8, parameter ADDR_WIDTH=6)
(
	input [(DATA_WIDTH-1):0] data,
	input [(ADDR_WIDTH-1):0] addr,
	input we, clk,
	output [(DATA_WIDTH-1):0] q
);
	reg [DATA_WIDTH-1:0] ram[2**ADDR_WIDTH-1:0];
	reg [ADDR_WIDTH-1:0] addr_logic;
	always @ (posedge clk)
	begin
		if (we)
			ram[addr] <= data;
		addr_logic <= addr;  
	end
	assign q = ram[addr_logic]; 
endmodule
```
==> impl_metrics.tcl <==
# place-and-route summary
set metrics [dict create \
    finalNonFillerCells 1704 \
    setup_slack_ps 3410 \
    clock_path_buffers 3 \
    cts_buffers 49 \
    fillers 4079 \
    rows 81 \
    cp-start-kind "register" \
    layout_top_cell "edfxtp_1" \
    tool_warnings 25 \
    ctsResizeCount 0 \
    ff_latch_area_um2 15500 \
    drt_wl_total_mm 44.7 \
    edf_count 512 \
    most-common-layout-cells "edfxtp_1, mux4_2, nor2_1" \
    finalCritPeriodShare 0.659 \
    die-area_um2 51200 \
    cts_root_buf "clkbuf_16" \
    drive_gt1_frac 0.250 \
    die_y_um 226 \
    ys_types 40 \
    relSlewSlack 0.288 \
    setup_violations 0 \
    syn_avg_cell_area_um2 21.5 \
    wl_per_cell_um 26.2 \
    grt_max_degree 65 \
    gp_congestion 0.840 \
    worstPathRequired_ps 8000 \
    htree_levels 2 \
    ctsHoldBuffers 0 \
    largestRegisters "ram (512)" \
    grt_usage 0.200 \
    ys_ff 518 \
    grt_pass1_vias 10200 \
    tightestPinTransition_ps 1050 \
    placed_cells 1613 \
    grt_overflow 0 \
    ys_cells 938 \
    synthFlopType "edfxtp_1" \
    postCtsSetupRepairBufs 0 \
    power_density_nw_per_um2 196 \
    top_area_frac 0.764 \
    hold_viol_final 0 \
    finalPower_mw 4.44 \
    area_leaders "edfxtp_1, mux4_2, nor2_1" \
    clkSinkCount 518 \
    synth_warnings 1 \
    status "finished, final reports clean" \
    initial_core_util 0.409 \
    end_kind "primary output" \
    synth-area-yosys_um2 20100 \
    core_area_um2 49300 \
    dr_wl_met2_mm 21.3 \
    crit_fanout 38 \
    drc_errors 0 \
    synthArstFlopShare 0 \
    syn_area_um2 20100 \
    via_per_inst 5.50 \
    combGateArea_um2 4320 \
    antennaDiodeCount 0 \
    max_freq_ghz 0.152 \
    grt_pass1_wl_mm 66.6 \
    die_w_um 226 \
    critPathArrivalTime_ps 4590 \
    drv_slew 0 \
    path_clk_slew_ps 60 \
    port-buffer-count 23 \
    antenna_found_initial 1 \
    fin_tns_setup_ps 0 \
    min_period_ps 6590 \
    vdd_drop_max_uv 179 \
    synth_seq_share 0.770 \
    hold_class "in -> reg" \
    met1Wirelength_mm 16.0 \
    wl_met3_mm 6.54 \
    detailed_place_hpwl_mm 25.9 \
    io_pins 24 \
    synthCells 938 \
    yosysTopAreaCell "edfxtp_1" \
    initialDrtViolationCount 557 \
    area_growth_pct 12.8 \
    cts_tree "done" \
    top_register "ram" \
    drtAntennaViolNets 0 \
    max_cap_viol_count 0 \
    num_vias 9365 \
    dr.pass1.iters 5 \
    rsz0062_at_grt "false" \
    p_leak_nw 6.99 \
    dr.max_layer_used "met5" \
    place_ws_ps 3900 \
    largest_register_ffs 512 \
    worst-setup-path-type "reg -> out" \
]
[report_power, final]
part           switching, mW  internal, mW
Sequential            0.0160          2.40
Clock                  0.768          1.04
Combinational          0.126        0.0851
Total                  0.910          3.53
[layout make-up]
type | instances | share of cell area
Multi-Input combinational cell | 369 | 0.190
Sequential cell | 518 | 0.683
Clock buffer | 62 | 0.0571
Timing Repair Buffer | 62 | 0.0213
Clock inverter | 29 | 0.0116
Tap cell | 664 | 0.0366
[synth_stat cells (8+ instances only)]
cell,number
buf_2,11
buf_4,13
clkbuf_1,17
edfxtp_1,512
mux2_2,13
mux2i_1,23
mux4_2,126
nand2_1,19
nand3_1,13
nor2_1,83
nor2b_1,14
o221ai_1,8
o22ai_1,8
[metrics by stage]
| stage | area, um2 | hold WS (ps) | util |
|---|---|---|---|
| after floorplan | 20100 | 2030 | - |
| after global placement | 21100 | 2690 | 0.429 |
| after detailed placement | 21100 | 2710 | 0.429 |
| after CTS | 22700 | 2100 | 0.461 |
| after global routing | 22700 | 2120 | 0.461 |
| final | 22700 | 2100 | 0.461 |
[cells by family (layout without fill, tap and decap cells)]
group	Yosys count	after routing	synth area share
DFF	518	518	0.770
buffers and inverters	51	153	0.0157
muxes	162	162	0.160
and+or+nand+nor	153	153	0.0339
AOI/OAI and AO/OA	54	54	0.0208
[worst max-delay path: stages (launching register included)]
cell             delay [ps]
dfxtp_4                 640
buf_4                   620
buf_4                   620
mux4_2                  370
o22ai_1                 110
o41ai_1                 970
clkdlybuf4s50_1         640
[worst paths after layout]
check,from,to,slack [ps],cells past startpoint
worst min-delay path,data[7],ram[52][7],2100,2
worst max-delay path,register,q[3],3410,6
[metal layers]
metal	global-route usage	vias to the layer above
met5	0	-
met4	0.0316	2
met3	0.136	72
met2	0.294	474
met1	0.268	4766
li1	-	4051
